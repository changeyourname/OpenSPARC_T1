<file path="flow/config.mk">
export PLATFORM = sky130hd
export DESIGN_NAME = bw_r_scm
export DESIGN_NICKNAME = bw_r_scm
export VERILOG_FILES = /design/flow/design.v
export SDC_FILE = /design/flow/constraint.sdc
export NUM_CORES = 4
export LEC_CHECK = 1
export CORE_UTILIZATION = 30
</file>
<file path="flow/constraint.sdc">
current_design bw_r_scm

set clk_period 59.5
set clk_io_pct 0.2

create_clock -name clk0 -period $clk_period [get_ports {rclk}]

set non_clock_inputs [all_inputs -no_clocks]
set_input_delay [expr $clk_period * $clk_io_pct] -clock clk0 $non_clock_inputs
set_output_delay [expr $clk_period * $clk_io_pct] -clock clk0 [all_outputs]
</file>
<file path="flow/design.v">
module bw_r_scm ( 
   stb_rdata_ramc, stb_ld_full_raw, stb_ld_partial_raw, 
   stb_cam_hit_ptr, stb_cam_hit, stb_cam_mhit, 
   stb_cam_data, stb_alt_wr_data, stb_camwr_data, stb_alt_wsel, 
   stb_cam_vld, stb_cam_cm_tid, stb_cam_sqsh_msk, stb_cam_rw_ptr, 
   stb_cam_wptr_vld, stb_cam_rptr_vld, stb_cam_rw_tid, 
   stb_quad_ld_cam, rclk, rst_tri_en
   ) ;	
parameter NUMENTRIES = 32 ;				 
input	[44:15]		stb_cam_data ;	   
input	[44:15]		stb_alt_wr_data ;	   
input	[14:0]		stb_camwr_data ;   
input			stb_alt_wsel ;
input			stb_cam_vld ;	   
input	[1:0]		stb_cam_cm_tid ;   
input	[7:0]		stb_cam_sqsh_msk;  
input 	[2:0]		stb_cam_rw_ptr ;   
input 	     		stb_cam_wptr_vld ; 
input 	     		stb_cam_rptr_vld ; 
input	[1:0]		stb_cam_rw_tid ;   
input 			stb_quad_ld_cam ;  
input			rclk ;		   
input			rst_tri_en ;
output	[44:0]		stb_rdata_ramc ;   
output	[7:0]		stb_ld_full_raw ;  
output	[7:0]		stb_ld_partial_raw ;  
output	[2:0]		stb_cam_hit_ptr ;
output			stb_cam_hit ;	   
output			stb_cam_mhit ;	   
reg [44:0]		stb_rdata_ramc ;
reg [31:0]		rw_wdline ;
reg [44:0]		stb_ramc [NUMENTRIES-1:0]  ;
reg [44:0]		ramc_entry ;
reg [36:0]		cam_tag ;
reg [31:0]		ptag_hit ;
reg [7:0]		cam_bmask ;
reg [31:0]		byte_match ;
reg [31:0]		byte_overlap ;
reg [31:0]		ld_full_raw ;
reg [31:0]		ld_partial_raw ;
reg [44:15]		alt_wr_data ;
reg [44:15]		pipe_wr_data ;
reg [14:0]		camwr_data ;
reg			wptr_vld ; 
reg			rptr_vld_tmp ; 
reg [1:0]	  	cam_tid ;
reg [1:0]	  	cam_vld ;
reg			alt_wsel ;
wire		rptr_vld ; 
wire 		ldq ;
wire	[7:0]	sqsh_msk ;
wire 	[7:0]	ld_full_raw_mx ;
wire    [7:0]	ld_partial_raw_mx ;
wire	[7:0]	ptag_hit_mx ;
wire	[7:0]	byte_overlap_mx ;
wire	[7:0]	byte_match_mx ;
wire	[7:0]	cam_hit ;
wire	[44:0]	wdata_ramc ;
wire	[44:0]	cam_data ;
wire	[44:15] wr_data ;
integer	i,j,k,l ;
wire	scan_ena ;
assign	scan_ena = 1'b0 ;
assign	sqsh_msk[7:0]	= stb_cam_sqsh_msk[7:0]; 
always @ (posedge rclk)
        begin
                for (i=0;i<32;i=i+1)
                        begin
                        if ({stb_cam_rw_tid[1:0],stb_cam_rw_ptr[2:0]} == i)
                                rw_wdline[i]  <= 1'b1;
                        else
                                rw_wdline[i]  <= 1'b0;
                        end
        end
always @(posedge rclk)
	begin
		pipe_wr_data[44:15] <= stb_cam_data[44:15];
		alt_wr_data[44:15] <= stb_alt_wr_data[44:15];
		camwr_data[14:0] <= stb_camwr_data[14:0];
		wptr_vld 	<= stb_cam_wptr_vld ;
		rptr_vld_tmp 	<= stb_cam_rptr_vld ;
		cam_tid[1:0]	<= stb_cam_cm_tid[1:0] ;
		alt_wsel 	<= stb_alt_wsel ;
	end
assign 	ldq =  stb_quad_ld_cam ;
assign  rptr_vld = rptr_vld_tmp | rst_tri_en ;
assign	wr_data[44:15] = alt_wsel ? 
                alt_wr_data[44:15] : pipe_wr_data[44:15] ;	
assign	wdata_ramc[44:0] = {wr_data[44:15],camwr_data[14:0]};
always @ (negedge rclk)
	begin
		for (j=0;j<NUMENTRIES;j=j+1)
			begin
			if (rw_wdline[j] & wptr_vld)
				begin
				if (~rst_tri_en)
					begin
					stb_ramc[j] <=  wdata_ramc[44:0];
					stb_rdata_ramc[44:0] <=  wdata_ramc[44:0];
					end
				else
					begin
					stb_rdata_ramc[44:0] <=  stb_ramc[j];
					end
				end
			end
		for (k=0;k<NUMENTRIES;k=k+1)
			begin
			if (rw_wdline[k] & rptr_vld & ~scan_ena)
				begin
				if (rptr_vld & wptr_vld & ~rst_tri_en)  
                                        stb_rdata_ramc[44:0] <=  wdata_ramc[44:0];
                                else
                                        stb_rdata_ramc[44:0] <=  stb_ramc[k];
				end
			end
	end
assign	cam_data[44:0] = {stb_cam_data[44:15],stb_camwr_data[14:0]};
always @ (posedge rclk)
	begin
		for (l=0;l<NUMENTRIES;l=l+1)
				begin
				ramc_entry[44:0] = stb_ramc[l] ;
				cam_tag[36:0] = ramc_entry[44:8] ;
				cam_bmask[7:0] = ramc_entry[7:0] ;
				ptag_hit[l] = 
					(cam_tag[36:1] == cam_data[44:9]) & 
						(((cam_tag[0] == cam_data[8]) & ~ldq) | ldq) & stb_cam_vld & ~scan_ena ;
				byte_match[l] = |(cam_bmask[7:0] & cam_data[7:0]) & stb_cam_vld & ~scan_ena ;
				byte_overlap[l] = |(~cam_bmask[7:0] & cam_data[7:0]) & stb_cam_vld & ~scan_ena ;
				end	
	end
assign	byte_overlap_mx[7:0] =
	(cam_tid[1:0] == 2'b00) ? byte_overlap[7:0] :
		(cam_tid[1:0] == 2'b01) ? byte_overlap[15:8] :
			(cam_tid[1:0] == 2'b10) ? byte_overlap[23:16] :
				(cam_tid[1:0] == 2'b11) ? byte_overlap[31:24] : 8'bxxxx_xxxx ;
assign	byte_match_mx[7:0] =
	(cam_tid[1:0] == 2'b00) ? byte_match[7:0] :
		(cam_tid[1:0] == 2'b01) ? byte_match[15:8] :
			(cam_tid[1:0] == 2'b10) ? byte_match[23:16] :
				(cam_tid[1:0] == 2'b11) ? byte_match[31:24] : 8'bxxxx_xxxx ;
assign	ptag_hit_mx[7:0] =
	(cam_tid[1:0] == 2'b00) ? ptag_hit[7:0] :
		(cam_tid[1:0] == 2'b01) ? ptag_hit[15:8] :
			(cam_tid[1:0] == 2'b10) ? ptag_hit[23:16] :
				(cam_tid[1:0] == 2'b11) ? ptag_hit[31:24] : 8'bxxxx_xxxx ;
assign	stb_ld_full_raw[7:0] =  
	ptag_hit_mx[7:0] & byte_match_mx[7:0] & ~byte_overlap_mx[7:0] & ~sqsh_msk[7:0] ;
assign	stb_ld_partial_raw[7:0] =  
	ptag_hit_mx[7:0] & byte_match_mx[7:0] &  byte_overlap_mx[7:0] & ~sqsh_msk[7:0] ;
assign	cam_hit[7:0] = 
	ptag_hit_mx[7:0] & byte_match_mx[7:0] & ~sqsh_msk[7:0] ;
assign	stb_cam_hit = |(cam_hit[7:0]);
assign	stb_cam_hit_ptr[0] 	=  cam_hit[1] | cam_hit[3] | cam_hit[5] | cam_hit[7] ;
assign	stb_cam_hit_ptr[1] 	=  cam_hit[2] | cam_hit[3] | cam_hit[6] | cam_hit[7] ;
assign	stb_cam_hit_ptr[2] 	=  cam_hit[4] | cam_hit[5] | cam_hit[6] | cam_hit[7] ;
assign  stb_cam_mhit            =  (cam_hit[0]  & cam_hit[1]) | (cam_hit[2] & cam_hit[3])  |
                                   (cam_hit[4]  & cam_hit[5]) | (cam_hit[6] & cam_hit[7])  |
                                   ((cam_hit[0] | cam_hit[1]) & (cam_hit[2] | cam_hit[3])) |
                                   ((cam_hit[4] | cam_hit[5]) & (cam_hit[6] | cam_hit[7])) |
                                   ((|cam_hit[3:0]) & (|cam_hit[7:4]));
endmodule
</file>
<file path="flow/run.sh">
#!/bin/bash
# OpenROAD 26Q1-2900-gdf79404cd8, Yosys 0.63+post, stock flow scripts
make -C /OpenROAD-flow-scripts/flow DESIGN_CONFIG=/design/flow/config.mk WORK_HOME=/design/flow/orfs finish
</file>
==> run summary <==
Purpose: to document the outcome of synthesis and place and route.

CTS
The post-cts hold buffer count is 0. Clock latency on the worst-skew pair, taken at its later pin, is 1.11 ns. The clock tree from TritonCTS is yes. In this run the deepest clock path goes through 4 buffers. The number of buffers created by CTS is 241. Gates resized during post-CTS repair numbered 0. The root buffer cell chosen for the clock tree is sky130_fd_sc_hd__clkbuf_16.

Buffers added to address setup during post-CTS repair amount to 0. In the CTS report, the clock slew at the register clock pins of the worst setup and hold paths is listed as around 0.03 ns. In this run the number of H-tree levels came out at 4. The clock sink count is 1693.

Logic synthesis
The synthesized cell area is 0.121 sq mm. Counting the warning lines in the Yosys log gives 2. Synthesis produced 14400 cells. The number of flops mapped to enable cells by yosys is 1485. The most instantiated flip-flop cell in the synthesis netlist is sky130_fd_sc_hd__edfxtp_1. The number of storage elements in the synthesis netlist is 1693. Counting flops with an async set or reset pin after synthesis yields a share of 0%. The post-synthesis chip area from yosys is 0.121 sq mm. Averaged over all synthesized cells, the footprint is between 8 and 9 sq um. The synthesized netlist contains 99 unique library cells. Per Yosys stat, the portion of area used by sequential elements is 40.2%. The number of standard cells reported by yosys is 14400.

Final timing
For reference, the final report shows the max-slew violation count at 17. Measured against its own limit, the worst slew margin works out to -16.3%. The tightest hold path in the finished design has a slack of between 0.6 and 0.7 ns. The total negative setup slack is 0 ns. Setup repair after global routing left no endpoint under its margin. The number of hold-slack violations in the final timing report is 0. The count of endpoints failing setup in the final report is 0. Between clock sinks in the finished design, the worst skew comes to approximately 0.14 ns. Setup slack closes at 12.01 ns.

At the pin with the least slew margin, the transition time is around 1.7 ns.

Worst setup path
The critical path's most frequent cell is sky130_fd_sc_hd__buf_4. The kind of capture point of the worst setup path is a flop. The data arrival at the endpoint of the critical path is roughly 19 ns. The longest individual stage delay on the worst path is approximately 1.2 ns. The cell with the biggest individual delay on the critical path is sky130_fd_sc_hd__o21ai_0. The startpoint-to-endpoint class of the critical path is in2reg. The type of element launching the critical path is a primary input.

The signal on the critical path passes through buf_8 -> buf_4 -> and3b_4 -> buf_4 -> buf_4 -> buf_4 -> and2_1 -> a21oi_1 -> o21ai_0 -> o32a_1 -> o31ai_1 -> a311oi_1. The critical path endpoint has a required time of 30.53 ns. The maximum fanout encountered on the critical timing path is 41.

Power
The analysis reports a worst IR drop on VDD of approximately 0.036 mV. Per the OpenROAD power report, leakage power amounts to between 60 and 70 nW. The total power of the final layout is a little over 0.004 W. The total power per unit cell area is between 20 and 30 mW/mm^2.

GRT
Looking at the global route congestion table, the highest-usage layer is met2. The first-pass GRT wire length is ~1600000 microns. The maximum number of pins on one net before global-route repair is around 90. Routing resource usage on met2 recorded by global route was 80.5%.

The number of global-route vias before repair is 146000. Total global-route track usage over all layers is 65.1%. Global routing used 51.2% of the available met3 tracks.

The routing usage on met1 is 65.8%. The global route stage reports its total congestion overflow as 0. The initial antenna violation count is 274.

Outcome
The run finished, with violations left. The checks that failed: max-capacitance violations, max-slew violations.

Floorplan
The die span in y is 638 microns. According to the floorplan report, the die width is 638 microns. In the floorplan report the effective utilization is ~30%.

The number of core rows is between 200 and 250. The area of the die is roughly 0.41 sq mm. The total I/O pin count is 163. The standard cell core area is 0.403 sq mm.

Run
The logs give a warning total of between 1000 and 1500. Max-cap violations in this run came to 7.

Route
The detail route stage leaves a number of antenna-violating nets equal to 0. In the log, the iteration count for the first detailed-route pass is 16. After detailed routing, the total wire length is 1300000 microns. The vias per cell is 7.11. The detailed router's first-iteration violation count is 25300.

The detailed-route via count is 158000. The mean routed wirelength per cell is a little under 60 microns. The final routed DRC violation total is 0.

Place
Logged for this run, the post-placement worst setup slack is 11.57 ns. The count of buffers added on input and output ports is between 150 and 200. The final weighted congestion of routability-driven global placement is 1.25. Note, the detailed placer reported a final HPWL of 985000 microns.

Hold path
The classification of the worst-slack hold path is reg2reg.

Finish
The area growth from synthesis to layout is 23.6%. The fraction of final layout cells with drive strength greater than 1 is 13.7%.
synth_stat cells, drive strengths merged, types with 169 or more instances:
cell	count	area, sq um
a211oi	227	1700
a21oi	1905	9530
a22oi	199	1490
a31oi	186	1160
buf	740	3660
clkbuf	675	2530
dfxtp	208	4160
edfxtp	1485	44600
inv	621	2330
nand2	1733	6510
nor2	753	2850
nor3	197	986
nor4	324	2030
o211ai	243	1820
o21a	395	2980
o21ai	1103	5550
o22ai	292	1830
xnor2	169	1480
xor2	981	8590
cell families (layout without fill, tap and decap cells):
family	after synthesis	count (layout)	share of synthesized area [%]
xor gates and xnor gates	1150	1150	8.30
and+or+nand+nor	3715	3715	13.9
AOI/OAI and AO/OA	5545	5545	28.7
other	0	370	0
adders and majority gates	1	1	0.00825
DFF	1693	1693	40.2
buffers and inverters	2046	4134	7.06
muxes	201	201	1.83
final timing paths:
kind,from,to,slack (ns),cells past startpoint
max reg2reg,wptr_vld$_DFF_P_,stb_rdata_ramc[19]$_DFFE_NP_,22.24,11
min,stb_ramc[5][10]$_DFFE_NP_,stb_ramc[5][10]$_DFFE_NP_,0.60,2
min reg2reg,stb_ramc[5][10]$_DFFE_NP_,stb_ramc[5][10]$_DFFE_NP_,0.60,2
max,rst_tri_en,stb_rdata_ramc[19]$_DFFE_NP_,12.01,12
cell usage in the layout (no fill, tap or decap), types with 116 or more instances in the layout:
cell type and n:
sky130_fd_sc_hd__inv_1 2114, sky130_fd_sc_hd__a211oi_1 223, sky130_fd_sc_hd__o22ai_1 292, sky130_fd_sc_hd__clkdlybuf4s50_1 116, sky130_fd_sc_hd__o21ai_0 1036, sky130_fd_sc_hd__mux2i_1 120, sky130_fd_sc_hd__clkbuf_16 250, sky130_fd_sc_hd__nor4_1 295
sky130_fd_sc_hd__a31oi_1 183, sky130_fd_sc_hd__nand4_1 146, sky130_fd_sc_hd__xnor2_1 168, sky130_fd_sc_hd__o21a_1 376, sky130_fd_sc_hd__nor2_1 700, sky130_fd_sc_hd__buf_4 1395, sky130_fd_sc_hd__nand3_1 160, sky130_fd_sc_hd__nor3_1 186
sky130_fd_sc_hd__o211ai_1 243, sky130_fd_sc_hd__dfxtp_1 195, sky130_fd_sc_hd__a22oi_1 199, sky130_fd_sc_hd__diode_2 370, sky130_fd_sc_hd__a21oi_1 1900, sky130_fd_sc_hd__edfxtp_1 1485, sky130_fd_sc_hd__nand2_1 1703, sky130_fd_sc_hd__xor2_1 981
registers in the layout, summed over array words and instances (netlist names), 2 cells and up:
register / flops
ptag_hit: 32
alt_wr_data: 30
pipe_wr_data: 30
camwr_data: 15
rw_wdline: 32
stb_rdata_ramc: 45
stb_ramc: 1440
byte_overlap: 32
cam_tid: 2
byte_match: 32
worst max-delay path, delay by kind of cell:
kind	cells	cell delay (ns)
AND-OR/OR-AND	5	2.75
buffers and inverters	5	2.31
AND/OR/NAND/NOR	2	1.39
cell type report:
| type | count | area [sq um] |
|---|---|---|
| Fill cell | 41600 | 253000 |
| Multi-Input combinational cell | 10600 | 65100 |
| Sequential cell | 1693 | 48800 |
| Timing Repair Buffer | 1579 | 12300 |
| Clock inverter | 1662 | 7370 |
| Tap cell | 5405 | 6760 |
| Clock buffer | 263 | 6320 |
| Inverter | 630 | 2420 |
| Antenna cell | 370 | 926 |
layer usage:
| layer | share of wire [%] | vias up |
|---|---|---|
| met5 | 0.97 | - |
| met4 | 13 | 223 |
| met3 | 18 | 5970 |
| met2 | 37 | 16800 |
| met1 | 31 | 77200 |
| li1 | - | 57600 |
power breakdown:
group          total [W]  switching, W  internal (W)
clock network    0.00200      0.000974       0.00102
logic           0.000783      0.000599      0.000183
registers        0.00138     0.0000421       0.00133
total            0.00416       0.00162       0.00254
metrics by stage:
stage | cell area (sq um) | utilization [%] | std cells
global route | 149000 | 37.1 | 22000
CTS | 149000 | 37.0 | 21800
detailed placement | 135000 | 33.6 | 19900
finish | 150000 | 37.2 | 22200
global placement | 135000 | 33.6 | 19900
floorplan | 121000 | - | 14400
No activity file was given, so power comes from the tool's default toggle rates.
