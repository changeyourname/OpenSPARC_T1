$ cat ./run.sh
#!/bin/bash
# OpenROAD 26Q1-2900-gdf79404cd8, Yosys 0.63+post, stock flow scripts
make -C /OpenROAD-flow-scripts/flow DESIGN_CONFIG=/design/flow/config.mk WORK_HOME=/design/flow/orfs finish
$ cat ./config.mk
export PLATFORM = sky130hd
export DESIGN_NAME = bw_r_irf_register
export DESIGN_NICKNAME = bw_r_irf_register
export VERILOG_FILES = /design/flow/design.v
export SDC_FILE = /design/flow/constraint.sdc
export NUM_CORES = 4
export LEC_CHECK = 1
export CORE_UTILIZATION = 30
$ cat ./constraint.sdc
current_design bw_r_irf_register

set clk_period 31.6
set clk_io_pct 0.2

create_clock -name clk0 -period $clk_period [get_ports {clk}]

set non_clock_inputs [all_inputs -no_clocks]
set_input_delay [expr $clk_period * $clk_io_pct] -clock clk0 $non_clock_inputs
set_output_delay [expr $clk_period * $clk_io_pct] -clock clk0 [all_outputs]
$ cat ./design.v
module bw_r_irf_register(clk, wrens, save, save_addr, restore, restore_addr, wr_data0, wr_data1, wr_data2, wr_data3, rd_thread, rd_data);
	input		clk;
	input	[3:0]	wrens;
	input		save;
	input	[4:0]	save_addr;
	input		restore;
	input	[4:0]	restore_addr;
	input	[71:0]	wr_data0;
	input	[71:0]	wr_data1;
	input	[71:0]	wr_data2;
	input	[71:0]	wr_data3;
	input	[1:0]	rd_thread;
	output	[71:0]	rd_data;
    reg	[71:0]	window[31:0] ;
reg	[71:0]	reg_th0, reg_th1, reg_th2, reg_th3;
reg	[4:0]	rd_addr;
reg	[4:0]	wr_addr;
reg		save_d;
initial begin
  reg_th0 = 72'b0;
  reg_th1 = 72'b0;
  reg_th2 = 72'b0;
  reg_th3 = 72'b0;
end
bw_r_irf_72_4x1_mux mux4_1(
	.sel(rd_thread),
	.x0(reg_th0),
	.x1(reg_th1),
	.x2(reg_th2),
	.x3(reg_th3),
	.y(rd_data)
	);
  always @(negedge clk) begin
    rd_addr = restore_addr;
  end
  wire [71:0] restore_data = window[rd_addr];
  always @(posedge clk) begin
    wr_addr <= save_addr;
  end
  always @(posedge clk) begin
    save_d <= save;
  end
  wire [71:0] save_data;
  bw_r_irf_72_4x1_mux mux4_2(
        .sel(wr_addr[4:3]),
        .x0(reg_th0),
        .x1(reg_th1),
        .x2(reg_th2),
        .x3(reg_th3),
        .y(save_data)
        );
  always @(negedge clk) begin
    if(save_d) window[wr_addr] <= save_data;
  end
  wire [3:0] restores = (1'b1 << rd_addr[4:3]) & {4{restore}};
  wire [71:0] wrdata0, wrdata1, wrdata2, wrdata3;
  bw_r_irf_72_2x1_mux mux2_5(
        .sel(restores[0]),
        .x0(wr_data0),
        .x1(restore_data),
        .y(wrdata0)
        );
  bw_r_irf_72_2x1_mux mux2_6(
        .sel(restores[1]),
        .x0(wr_data1),
        .x1(restore_data),
        .y(wrdata1)
        );
  bw_r_irf_72_2x1_mux mux2_7(
        .sel(restores[2]),
        .x0(wr_data2),
        .x1(restore_data),
        .y(wrdata2)
        );
  bw_r_irf_72_2x1_mux mux2_8(
        .sel(restores[3]),
        .x0(wr_data3),
        .x1(restore_data),
        .y(wrdata3)
        );
  wire [3:0] wr_en = wrens | (restores & {4{(wr_addr[4:0] != rd_addr[4:0])}});
  always @(posedge clk) begin
    if(wr_en[0]) reg_th0 <= wrdata0;
    if(wr_en[1]) reg_th1 <= wrdata1;
    if(wr_en[2]) reg_th2 <= wrdata2;
    if(wr_en[3]) reg_th3 <= wrdata3;
  end
endmodule
module bw_r_irf_72_4x1_mux(sel, y, x0, x1, x2, x3);
	input	[1:0]	sel;
	input	[71:0]	x0;
	input	[71:0]	x1;
	input	[71:0]	x2;
	input	[71:0]	x3;
	output	[71:0] y;
	reg	[71:0] y;
	always @(sel or x0 or x1 or x2 or x3)
		case(sel)
		  2'b00: y = x0;
		  2'b01: y = x1;
		  2'b10: y = x2;
		  2'b11: y = x3;
		endcase
endmodule
module bw_r_irf_72_2x1_mux(sel, y, x0, x1);
	input		sel;
	input	[71:0]	x0;
	input	[71:0]	x1;
	output	[71:0] y;
	reg	[71:0] y;
	always @(sel or x0 or x1)
		case(sel)
		  1'b0: y = x0;
		  1'b1: y = x1;
		endcase
endmodule
==> summary.rpt <==
==================================================================================================
Data arrival time of the critical path ..............................................      6.72 ns
Ys cells ............................................................................         5468
Number of core rows .................................................................          214
FFs w/ async S/R, synth .............................................................           0%
# H-tree levels .....................................................................            5
Most used cells in the layout excluding fill and tap cells .......................... 2592 x sky130_fd_sc_hd__edfxtp_1, 2348 x sky130_fd_sc_hd__inv_1, 576 x sky130_fd_sc_hd__mux2i_1, 576 x sky130_fd_sc_hd__mux2_2, 376 x sky130_fd_sc_hd__clkdlybuf4s50_1
DRT iter0 DRCs ......................................................................         3120
Startpoint of the most critical hold path ........................................... wr_addr[0]$_DFF_P_
Drt drc .............................................................................            0
Dominant logic cell type in the layout .............................................. sky130_fd_sc_hd__edfxtp_1
Hold-fix buffer count after cts .....................................................            0
Worst slack after detailed placement ................................................      8.96 ns
Remaining antenna violation count after routing .....................................            0
Reg2Reg Setup Slack .................................................................     10.18 ns
Non-filler instance count after layout ..............................................        13100
Post-synth tally of flip-flops with integrated enable ...............................         2592
Wire length of the first global-routing pass ........................................    440000 um
Hold path depth .....................................................................            4
Chip Area, Yosys ....................................................................  0.103 sq mm
Final TNS setup .....................................................................         0 ns
Unrepaired setup endpoints after global routing .....................................        false
Total power density per cell area ................................................... 69.6 mW/mm^2
Average via count per standard cell .................................................         4.78
Number of global-route vias before repair ...........................................        68600
Worst hold path type ................................................................ flip-flop to flip-flop
Clock tree root buffer cell ......................................................... sky130_fd_sc_hd__clkbuf_16
GRT overflow ........................................................................            0
Cell Type Count .....................................................................           30
Category of the most critical setup path ............................................ input port to flip-flop
Slew Limit Fails ....................................................................            0
Init Core Util ......................................................................        30.3%
CTS tree ............................................................................        built
Delay of the slowest cell on the worst path .........................................      0.40 ns
Post-cts gate resize count ..........................................................            0
Post-synthesis instance area ........................................................  0.103 sq mm
Maximum fanout encountered on the critical timing path ..............................            1
Total length of routed wires ........................................................    309000 um
Insertion delay of the later-clocked pin in the worst-skew pair .....................      0.89 ns
Final hold violation count ..........................................................            0
Registers, synthesis ................................................................         2603
Max-Cap Viols .......................................................................            0
DR WL/cell ..........................................................................      23.7 um
Sequential cell area fraction in the yosys report ...................................        75.7%
CTS Buf Count .......................................................................          289
Vias ................................................................................        62400
# clock sinks .......................................................................         2603
Cell family with most CP delay ...................................................... buffers and inverters
Worst flop-to-flop path endpoint .................................................... reg_th3[8]$_DFFE_PP_
Required time of the critical path ..................................................     16.55 ns
Post-layout worst setup margin ......................................................      9.83 ns
Pin slew with the least headroom to its limit .......................................     0.916 ns
Sequence of cells on the critical path .............................................. clkdlybuf4s50_1
Log Warnings ........................................................................         1036
Mapped Avg Cell Area ................................................................   18.9 sq um
Area growth from synthesis to layout ................................................        27.1%
Instance tally after logic synthesis ................................................         5468
Cell with the largest stage delay on the worst path ................................. sky130_fd_sc_hd__clkdlybuf4s50_1
Post-placement cell count ...........................................................        10200
Antenna violations before repair ....................................................           35
Leak pwr ............................................................................    0.0528 uW
Top_reg_cell synth .................................................................. sky130_fd_sc_hd__edfxtp_1
Hold endpoint ....................................................................... reg_th3[68]$_DFFE_PP_
Global-route total usage across every layer .........................................        18.9%
DIE HEIGHT ..........................................................................       588 um
Number of I/O port buffers ..........................................................          378
Initial DRT Pass Iterations .........................................................            7
Reg2reg start ....................................................................... rd_addr[1]$_DFF_N_
Total setup violations reported at the end of the flow ..............................            0
Placeable Area ......................................................................  0.341 sq mm
Tot Pwr .............................................................................      9120 uW
Placer congestion estimate ..........................................................        0.803
Pin count of the biggest net entering global routing ................................          119
Chip footprint ......................................................................  0.346 sq mm
Share of final-layout standard cells stronger than drive strength 1 .................        16.4%
Status ..............................................................................    completed
Number of warnings printed during yosys synthesis ...................................            3
Relative slew slack .................................................................        38.9%
Crit path launch type ...............................................................   input port
Count of buffer and inverter cells on the critical path .............................            1
Post-route clock skew ...............................................................    0.0722 ns
Clock transition time at the flip-flop clock pins of the worst setup and hold paths .      0.07 ns
Hpwl dp .............................................................................    175000 um
Peak VDD IR .........................................................................    0.0469 mV
Overall die width ...................................................................       588 um
Setup fix buffers added after clock tree synthesis ..................................            0
Crit path capture type ..............................................................    flip-flop
Top-level port count ................................................................          379
Max Root-Sink Buffers ...............................................................            4
Length in cells of the worst reg-to-reg path ........................................            9
==================================================================================================
==> cells in the mapped netlist (4+ instances only) <==
cell type,n,area [sq um]
sky130_fd_sc_hd__nand3_1,4,20.0
sky130_fd_sc_hd__nand3b_1,7,52.6
sky130_fd_sc_hd__o21ai_1,288,1440
sky130_fd_sc_hd__buf_6,22,248
sky130_fd_sc_hd__a221o_1,288,2880
sky130_fd_sc_hd__buf_4,79,593
sky130_fd_sc_hd__nand2_1,290,1090
sky130_fd_sc_hd__buf_2,68,340
sky130_fd_sc_hd__nor2_1,34,128
sky130_fd_sc_hd__mux2i_1,576,5770
sky130_fd_sc_hd__edfxtp_1,2592,77800
sky130_fd_sc_hd__dfxtp_1,11,220
sky130_fd_sc_hd__mux4_2,144,3240
sky130_fd_sc_hd__buf_1,14,52.6
sky130_fd_sc_hd__o21bai_1,4,30.0
sky130_fd_sc_hd__clkbuf_1,155,582
sky130_fd_sc_hd__mux2_2,576,6490
sky130_fd_sc_hd__clkbuf_8,11,151
sky130_fd_sc_hd__o22ai_1,288,1800
==> routing by layer <==
layer | global-route usage (%) | routed length, um | vias to the layer above | share of wire (%)
met2 | 27.1 | 142000 | 3766 | 46
met4 | 6.70 | 7950 | 28 | 2.6
met3 | 17.0 | 56400 | 469 | 18
li1 | - | - | 28100 | -
met1 | 19.5 | 102000 | 30100 | 33
met5 | 2.29 | 1130 | - | 0.36
==> area by class of cell <==
cell class                 count  area, sq um
antenna                       20         50.0
clock buffer                 328         7820
clock inverter              2491        10800
fill                       30200       210000
multi-input combinational   2513        23400
sequential                  2603        78100
tap                         4536         5680
timing repair buffer         559         5250
==> worst reg2reg max path, delay by kind of cell (launching register included) <==
kind            cells  cell delay, ns
compound gates      3            0.54
flops               1            0.71
buf+inv             5            3.63
mux                 1            0.45
==> logic make-up after synthesis <==
| family | share of synthesized area, % |
|---|---|
| flops | 75.7 |
| compound gates | 5.97 |
| xor+xnor | 0.0425 |
| buf+inv | 1.95 |
| simple gates | 1.32 |
| mux | 15.0 |
==> worst max-delay path by stage <==
stage | startpoint | to | cells past startpoint
after CTS | restore_addr[4] | rd_addr[4]$_DFF_N_ | 1
after global routing | restore_addr[4] | rd_addr[4]$_DFF_N_ | 1
final | restore_addr[4] | rd_addr[4]$_DFF_N_ | 1
==> state kept, by name (all words and copies together), names as in the netlist <==
name     count
rd_addr      5
reg_th0     72
reg_th1     72
reg_th2     72
reg_th3     72
save_d       1
window    2304
wr_addr      5
==> power by group <==
group / total (uW) / switching (uW) / internal, uW
logic: 550 / 351 / 199
clock network: 4570 / 2080 / 2500
registers: 4000 / 23.5 / 3970
total: 9120 / 2450 / 6670
==> metrics by stage <==
stage / area, sq um / hold WS (ns) / utilization [%]
3_5_place_dp: 112000 / 1.60 / 33.0
6_report: 131000 / 1.62 / 38.5
5_1_grt: 131000 / 1.65 / 38.4
3_3_place_gp: 112000 / 1.59 / 33.0
4_1_cts: 131000 / 1.62 / 38.4
2_1_floorplan: 103000 / 2.43 / -
No activity file was given, so power comes from the tool's default toggle rates.
